==> design/flow/run.sh <==
#!/bin/bash
# OpenROAD 26Q1-2900-gdf79404cd8, Yosys 0.63+post, stock flow scripts
make -C /OpenROAD-flow-scripts/flow DESIGN_CONFIG=/design/flow/config.mk WORK_HOME=/design/flow/orfs finish
==> design/flow/config.mk <==
export PLATFORM = sky130hd
export DESIGN_NAME = decoder8x256
export DESIGN_NICKNAME = decoder8x256
export VERILOG_FILES = /design/flow/design.v
export SDC_FILE = /design/flow/constraint.sdc
export NUM_CORES = 4
export LEC_CHECK = 1
export CORE_AREA = 10 10 119 119
export DIE_AREA = 0 0 129 129
==> design/flow/constraint.sdc <==
current_design decoder8x256

set clk_period 4.4
set clk_io_pct 0.2

create_clock -name clk0 -period $clk_period

set non_clock_inputs [all_inputs -no_clocks]
set_input_delay [expr $clk_period * $clk_io_pct] -clock clk0 $non_clock_inputs
set_output_delay [expr $clk_period * $clk_io_pct] -clock clk0 [all_outputs]
==> design/flow/design.v <==
module decoder1x2(enable,in,OUT);
	input enable,in;
	output[1:0] OUT;
	assign OUT[0]=enable&(~in);
	assign OUT[1]=enable&in;
endmodule  
module decoder2x4(enable,IN,OUT);
	input enable;
	input[1:0] IN;
	output[3:0] OUT;
	wire[1:0] layer1_OUT;
	decoder1x2 layer1_0(enable,IN[1],layer1_OUT);
	decoder1x2 layer2_0(layer1_OUT[0],IN[0],OUT[1:0]);
	decoder1x2 layer2_1(layer1_OUT[1],IN[0],OUT[3:2]);
endmodule  
module decoder4x16(enable,IN,OUT);
	input enable;
	input[3:0] IN;
	output[15:0] OUT;
	wire[3:0] layer1_OUT;
	decoder2x4 layer1_0(enable,IN[3:2],layer1_OUT);
	decoder2x4 layer2_0(layer1_OUT[0],IN[1:0],OUT[3:0]);
	decoder2x4 layer2_1(layer1_OUT[1],IN[1:0],OUT[7:4]);
	decoder2x4 layer2_2(layer1_OUT[2],IN[1:0],OUT[11:8]);
	decoder2x4 layer2_3(layer1_OUT[3],IN[1:0],OUT[15:12]);
endmodule  
module decoder8x256(enable,IN,OUT);
	input enable;
	input[7:0] IN;
	output[255:0] OUT;
	wire[15:0] layer1_OUT;
	decoder4x16 layer1_0(enable,IN[7:4],layer1_OUT);
	decoder4x16 layer2_0(layer1_OUT[0],IN[3:0],OUT[15:0]);
	decoder4x16 layer2_1(layer1_OUT[1],IN[3:0],OUT[31:16]);
	decoder4x16 layer2_2(layer1_OUT[2],IN[3:0],OUT[47:32]);
	decoder4x16 layer2_3(layer1_OUT[3],IN[3:0],OUT[63:48]);
	decoder4x16 layer2_4(layer1_OUT[4],IN[3:0],OUT[79:64]);
	decoder4x16 layer2_5(layer1_OUT[5],IN[3:0],OUT[95:80]);
	decoder4x16 layer2_6(layer1_OUT[6],IN[3:0],OUT[111:96]);
	decoder4x16 layer2_7(layer1_OUT[7],IN[3:0],OUT[127:112]);
	decoder4x16 layer2_8(layer1_OUT[8],IN[3:0],OUT[143:128]);
	decoder4x16 layer2_9(layer1_OUT[9],IN[3:0],OUT[159:144]);
	decoder4x16 layer2_10(layer1_OUT[10],IN[3:0],OUT[175:160]);
	decoder4x16 layer2_11(layer1_OUT[11],IN[3:0],OUT[191:176]);
	decoder4x16 layer2_12(layer1_OUT[12],IN[3:0],OUT[207:192]);
	decoder4x16 layer2_13(layer1_OUT[13],IN[3:0],OUT[223:208]);
	decoder4x16 layer2_14(layer1_OUT[14],IN[3:0],OUT[239:224]);
	decoder4x16 layer2_15(layer1_OUT[15],IN[3:0],OUT[255:240]);
endmodule  
module decoder5x32(enable,IN,OUT);
	input[4:0] IN;
	input enable;
	output[31:0] OUT;
	wire[1:0] layer1_OUT;
	decoder1x2 layer1_0(enable,IN[4],layer1_OUT);
	decoder4x16 layer2_0(layer1_OUT[0],IN[3:0],OUT[15:0]);
	decoder4x16 layer2_1(layer1_OUT[1],IN[3:0],OUT[31:16]);
endmodule  
==> out/results.tsv <==
stage	metric	value	unit
status	status	finished clean	
routing	DR vias/cell	4.99	
placement	DP HPWL	11.5	mm
placement	I/O Buffers	265	
global_route	vias in the first global route	3385	
die	Core Rows	39	
yosys	Post-synth area hogs	nor3_1, nor3_2, clkbuf_1	
finish	share of cells above drive strength 1	11.4	%
global_route	first-pass GRT wire length	22.4	mm
routing	1st-iter DRT viols	258	
yosys	top cells by count	nor3_1, clkbuf_1, nor3_2, buf_1, buf_6	
global_route	total track usage	16.9	%
timing	Final min period	4050	ps
global_route	initial antenna violation count	0	
timing	Final setup viols	0	
timing	Max-Slew Margin vs Limit	60.6	%
die	DIE AREA	0.0166	mm²
timing	Final period util	92.1	%
die	Pre-Place Util	17.5	%
yosys	average size of a mapped cell	5.62	µm²
timing	RSZ-0062 raised after global routing	no	
routing	first drt pass iteration count	5	
global_route	Congestion Overflow GR	0	
routing	via count	3557	
die	core area	0.0115	mm²
run	Max Cap Viol	0	
timing	Final Hold Viols	0	
critical_path	Setup crit end kind	output port	
yosys	Yosys Warn Count	0	
yosys	Unique masters post-synth	19	
routing	DR WL/cell	21.5	µm
finish	fin cells	713	
finish	Area growth syn-to-layout	135	%
yosys	largest area contributor in the synthesized netlist	nor3_1	
yosys	synthesized area	0.00202	mm²
critical_path	worst-path maximum fanout	32	
die	die width	129	µm
routing	final wirelength	15.4	mm
routing	n_diodes	0	
timing	final hold slack	3050	ps
hold_path	class of the worst hold path	primary input to output port	
yosys	ys cells	359	
global_route	largest net degree at the start of global routing	39	
critical_path	Critical Path Source Type	primary input	
routing	drt drc	0	
timing	worst setup margin	349	ps
placement	placed cells	713	
finish	Util after Layout	41.1	%
finish	register area	0	µm²
power_and_ir_drop	Max VDD drop	36.8	µV
yosys	yosys synthesis chip area	0.00202	mm²
power_and_ir_drop	leakage	0.00119	µW
routing	antenna-violating nets left	0	
yosys	Area leader share	56.1	%
die	# IOs	265	
yosys	cells after synthesis	359	
placement	GPL Wtd Cong	0.798	
placement	dpl ws	367	ps
clocking	Post-CTS Resized	0	
timing	Slew Viols, Final	0	
timing	worst slew pin tran	590	ps
critical_path	CP required	3520	ps
die	die height	129	µm
critical_path	worst endpoint data arrival time	3170	ps
run	OpenROAD warning count	32	
critical_path	critical path class	primary input to output port	
timing	Max Clock Freq	0.247	GHz
yosys	Seq share, synth	0	%
clocking	hold bufs inserted after CTS	0	
power_and_ir_drop	Pwr per Cell Area	31.6	mW/mm²
timing	Setup TNS	0	ps
finish	flop count	0	
finish	clock buffers	0	
yosys	Yosys top cell by instances	nor3_1	
clocking	setup repair bufs after CTS	0	
## report_power, final
group	switching, µW	internal, µW
registers	0	0
logic	109	40.3
clock network	0	0
total	109	40.3
## critical path: stages
cell and delay, ps:
clkdlybuf4s50_1 530, or4b_2 700, buf_4 320, nor3_2 200, clkdlybuf4s50_1 530
## layout by cell type, fill, tap and decap left out
cell type        netlist  final
buf_12                 0      5
buf_4                  0     24
clkdlybuf4s50_1        0    265
nand2_2                0      1
nand2b_2               0      2
nand3_1                1      1
nand3b_1               3      3
nand4_1                1      1
nand4b_1               3      3
nand4bb_1              3      2
nand4bb_2              0      1
nor3_1               226    226
nor3_2                27     27
nor3_4                 3      3
or2_2                  1      1
or3_1                  1      1
or3b_1                 3      3
or4b_2                 0      1
## through the flow
stage	power, µW	instance area, µm²
6_report	150	4730
5_1_grt	161	4730
4_1_cts	151	4730
3_5_place_dp	150	4730
3_3_place_gp	149	4730
2_1_floorplan	92.4	2020
## cell type report
class / count / area, µm²
well taps: 143 / 179
multi-input cells: 276 / 1620
fillers: 1172 / 6780
repair buffers: 294 / 2930
## routing by layer
layer  global-route usage (%)  up-vias  wire length (µm)
li1                         -     1714                 -
met1                     20.6     1688              6030
met2                     30.9      151              7970
met3                     4.21        4              1310
met4                    0.535        0                46
met5                        0        -                 0
## cells by family after synthesis
group | after synthesis | share of synthesized area [%]
buffers and inverters | 83 | 20.2
AND/OR/NAND/NOR | 276 | 79.8
## path summary, 6_finish.rpt
path	endpoint	depth (start not counted)	slack, ps	from
max	OUT[9]	5	350	IN[1]
min	OUT[9]	4	3050	IN[4]
Power and IR drop assume default switching activity.
